<file path="constraint.sdc">
current_design irig_timestamp

set clk_period 7.6
set clk_io_pct 0.2

create_clock -name clk0 -period $clk_period [get_ports {clk}]

set non_clock_inputs [all_inputs -no_clocks]
set_input_delay [expr $clk_period * $clk_io_pct] -clock clk0 $non_clock_inputs
set_output_delay [expr $clk_period * $clk_io_pct] -clock clk0 [all_outputs]
</file>
<file path="design.v">
module bcd_decoder (
                    input [2:0]      bcd_bit_idx ,
                    input [1:0]      bcd_digit_idx ,
                    input            bcd_bit,
                    output [8:0] value);
    reg [6:0]                    bcd_multiplier;
    always @(*) begin
        case (bcd_digit_idx)
          2'd0:
            bcd_multiplier = 7'd1;
          2'd1:
            bcd_multiplier = 7'd10;
          2'd2:
            bcd_multiplier = 7'd100;
          default:
            bcd_multiplier = 7'd0;
          endcase
    end
    assign value = (bcd_bit << bcd_bit_idx) * bcd_multiplier;
endmodule
module irig_timestamp(
                      input             clk,
                      input             rst,
                      input [2:0]       ts_select,
                      input             ts_finish,
                      input [4:0]       bit_idx ,
                      input [1:0]       digit_idx ,
                      input             bit_value,
                      output reg [5:0]  ts_second,
                      output reg [5:0]  ts_minute,
                      output reg [4:0]  ts_hour,
                      output reg [8:0]  ts_day,
                      output reg [6:0]  ts_year,
                      output reg [16:0] ts_sec_day);
    localparam TS_SELECT_SECOND = 3'd1,
      TS_SELECT_MINUTE = 3'd2,
      TS_SELECT_HOUR = 3'd3,
      TS_SELECT_DAY = 3'd4,
      TS_SELECT_YEAR = 3'd5,
      TS_SELECT_SEC_DAY = 3'd6;
    reg [5:0]                           ts_second_int;
    reg [5:0]                           ts_minute_int;
    reg [4:0]                           ts_hour_int;
    reg [8:0]                           ts_day_int;
    reg [6:0]                           ts_year_int;
    reg [16:0]                          ts_sec_day_int;
    reg                                 ts_reset;
    wire [8:0]                        value;
    bcd_decoder bd1(.bcd_bit_idx(bit_idx),
                    .bcd_digit_idx(digit_idx),
                    .bcd_bit(bit_value),
                    .value(value));
    always @(posedge clk) begin
        if (rst | ts_reset) begin
            if (rst) begin
                ts_second <= 6'b0;
                ts_minute <= 6'b0;
                ts_hour <= 5'b0;
                ts_day <= 9'b0;
                ts_year <= 7'b0;
                ts_sec_day <= 17'b0;
            end
            ts_second_int <= 6'b0;
            ts_minute_int <= 6'b0;
            ts_hour_int <= 5'b0;
            ts_day_int <= 9'b0;
            ts_year_int <= 7'b0;
            ts_sec_day_int <= 17'b0;
            ts_reset <= 1'b0;
        end
        else if (ts_finish & ~ts_reset) begin
            ts_second <= ts_second_int;
            ts_minute <= ts_minute_int;
            ts_hour <= ts_hour_int;
            ts_day <= ts_day_int;
            ts_year <= ts_year_int;
            ts_sec_day <= ts_sec_day_int;
            ts_reset <= 1'b1;
        end
        else begin
            case (ts_select)
              TS_SELECT_SECOND:
                ts_second_int <= ts_second_int + value[5:0];
              TS_SELECT_MINUTE:
                ts_minute_int <= ts_minute_int + value[5:0];
              TS_SELECT_HOUR:
                ts_hour_int <= ts_hour_int + value[4:0];
              TS_SELECT_DAY:
                ts_day_int <= ts_day_int + value;
              TS_SELECT_YEAR:
                ts_year_int <= ts_year_int + value[6:0];
              TS_SELECT_SEC_DAY:
                ts_sec_day_int <= ts_sec_day_int | (bit_value << bit_idx);
            endcase
        end
    end
endmodule
</file>
<file path="run.sh">
#!/bin/bash
# OpenROAD 26Q1-2900-gdf79404cd8, Yosys 0.63+post, stock flow scripts
make -C /OpenROAD-flow-scripts/flow DESIGN_CONFIG=/design/flow/config.mk WORK_HOME=/design/flow/orfs finish
</file>
<file path="config.mk">
export PLATFORM = sky130hd
export DESIGN_NAME = irig_timestamp
export DESIGN_NICKNAME = irig_timestamp
export VERILOG_FILES = /design/flow/design.v
export SDC_FILE = /design/flow/constraint.sdc
export NUM_CORES = 4
export LEC_CHECK = 1
export CORE_UTILIZATION = 30
</file>
==> run notes <==
flow finished, numbers: via count=between 3k and 4k, insertion delay at the late pin of the worst-skew pair=350 ps, diode count=0, OpenROAD warning count=25, Post-DP HPWL=7.73 mm, RSZ-0062 raised after global routing=false, clock-pin slew on the worst setup and hold paths=approximately 70 ps, Setup TNS=0 ps, Leak=roughly 2.8 nW, CP peak stage delay=roughly 560 ps, Total GRT Usage=0.125, Post-CTS Setup Bufs=0, combinational cell fraction of total power=0.077, antenna violations before repair=0, 1st-pass router iterations=6, syn_area_per_cell=10.8 µm², CP required=7890 ps, Synth warnings=3, share of cells above drive strength 1=0.0558, clock root cell=clkbuf_16, Max Clk Rate=155 MHz, vias in the first global route=3479, Chip Area=18700 µm², Async SR Flop Fraction=0, CTS Buffer Depth=2, remaining antenna violation count=0, Mapped Cells=506, gpl congestion=approximately 0.84, clock power share=0.435, Remaining DRCs=0, Max Cap Violations=0, port bufs=approximately 63, Most used DFF post-synth=dfxtp_1, core area=17500 µm², total CTS buffers=9, Worst Setup EP=ts_day_int[8]$_SDFFE_PP0P_, Int Pwr=~960 µW, htree depth=3, first-pass GRT wire length=between 15 and 20 mm, area reported by Yosys stat=5460 µm², final setup vio count=0, R2R Path End=ts_day_int[8]$_SDFFE_PP0P_, Tcrit/Tclk final=0.851, Rel. slew slack=0.506, post-CTS sizing=0, WL per Instance=13.4 µm, via/cell ratio=4.59, crit-path max FO=6, grt ovf=0, row cnt=around 48, Post-synth EDFFs=50, fin cells=798, Clock Skews=6.88 ps, Post-synth seq share=0.462, Worst-Margin Slew=around 740 ps, maximum vdd drop=0.000105 V, final wirelength=10.7 mm, die span in y=137 µm, die width=137 µm, crit path kind=input port to flip-flop, CTS Sinks=101, yosys cell count=about 500, hold buffer count at CTS=0, Startpoint Class=input port, WP data arrival=6760 ps, Switch Pwr=approximately 250 µW, Pins Over Slew Limit=0, Post-synth regs=101, worst min-delay path class=flip-flop to flip-flop, Yosys cell types=41, fin crit period=6460 ps, crit path from=bit_idx[2], FP Util=0.311, CTS tree=done, Post-synth area hogs=edfxtp_1 (28%), dfxtp_1 (19%), ha_1 (10%), fa_1 (6.2%), and2_1 (6.0%), Placed Instances=782, Flop pwr share=0.488, Final Hold Slack=477 ps, FF-to-FF path depth=9, Hold Violations, Final=0, Net Sw Frac=0.210, Synth-to-Final Area Change=22.4%, IO Count=64, Cell Pwr Density=181 nW/µm², Worst Setup End Kind=flip-flop, Area leader share=0.275, Critical Path Slowest Stage Cell=clkdlybuf4s50_1, synthesized area=approximately 5500 µm², reg2reg setup slack=5190 ps, largest net degree at the start of global routing=between 50 and 60, First DRT Iteration DRCs=just over 200, Yosys top cell by area=edfxtp_1, worst r2r src=ts_day_int[0]$_SDFFE_PP0P_, status=completed, CP cell instances=clkdlybuf4s50_1 -> nor2b_1 -> and3_2 -> nand2_1 -> fa_1 -> inv_1 -> ha_1 -> inv_1 -> fa_1 -> fa_1 -> inv_1 -> ha_1 -> o21ai_0 -> o21a_1 -> ha_1 -> o21a_1 -> o21ai_0 -> nand2b_1 -> o41ai_4 -> xnor2_1 -> or4_1 -> nand2_1
[cell families after synthesis]
| group | share of synthesized area |
|---|---|
| AND-OR/OR-AND | 0.0988 |
| XOR/XNOR | 0.0523 |
| AND/OR/NAND/NOR | 0.165 |
| multiplexers | 0.0294 |
| flip-flops | 0.462 |
| buffers and inverters | 0.0266 |
| adder cells (fa/ha/maj) | 0.166 |
[worst min-delay path by stage]
stage,startpoint,slack (ps),cells past startpoint,endpoint
4_1_cts,ts_day_int[0]$_SDFFE_PP0P_,480,2,ts_day_int[0]$_SDFFE_PP0P_
5_1_grt,ts_day_int[0]$_SDFFE_PP0P_,490,2,ts_day_int[0]$_SDFFE_PP0P_
6_report,ts_day_int[3]$_SDFFE_PP0P_,480,2,ts_day_int[3]$_SDFFE_PP0P_
[final cells by class]
type / instances / area [µm²]
fill: 1646 / 10900
multi-input combinational: 367 / 2790
sequential: 101 / 2520
timing repair buffer: 65 / 646
tap: 225 / 282
clock buffer: 9 / 225
clock inverter: 7 / 121
inverter: 24 / 90.1
[flip-flops by register name, indices dropped and copies added, names as in the netlist, 6 cells and up]
signal,cells
ts_sec_day,17
ts_sec_day_int,17
ts_day,9
ts_day_int,9
ts_year,7
ts_year_int,7
ts_minute,6
ts_minute_int,6
ts_second,6
ts_second_int,6
[metal layers]
layer | global-route usage | up-vias | part of all wire
li1 | - | 1864 | -
met1 | 0.193 | 1719 | 0.48
met2 | 0.195 | 67 | 0.46
met3 | 0.0231 | 13 | 0.041
met4 | 0.0128 | 0 | 0.013
met5 | 0 | - | 0
[layout by cell type (no fill, tap or decap), drive strengths merged, types with 17 or more instances in the layout]
master         instances
edfxtp                50
nor2                  55
and2                  52
xnor2                 26
a21oi                 31
nand2                 34
dfxtp                 51
clkdlybuf4s50         63
inv                   26
fa                    17
o21bai                19
ha                    45
[worst max-delay path, delay by kind of cell]
kind | cells | cell delay, ps
AND/OR/NAND/NOR | 6 | 1270
XOR/XNOR | 1 | 140
adder cells (fa/ha/maj) | 6 | 2500
buffers and inverters | 4 | 690
AND-OR/OR-AND | 5 | 620
[Yosys cell counts (2+ instances only)]
cell type and count:
a21oi_1 31, dfxtp_1 51, inv_1 24, fa_1 17, mux2i_1 16, nand2_1 34, nand2b_1 5, nor3_1 2
xor2_1 4, o21ai_0 6, a211oi_1 5, nand3_1 5, or2_2 6, and2b_1 2, o21a_1 2, ha_1 45
clkbuf_1 12, and2_1 52, buf_2 2, or3_1 3, and3_1 2, a21o_1 12, a31o_2 2, nor2b_1 4
nor2_1 54, edfxtp_1 50, o21bai_1 19, xnor2_1 26
[metrics by stage]
step / cell area [µm²] / utilization / worst slack (ps) / power [mW]
3_5_place_dp: 6330 / 0.361 / 808 / 0.698
5_1_grt: 6680 / 0.381 / 817 / 1.26
6_report: 6680 / 0.381 / 1140 / 1.21
4_1_cts: 6680 / 0.381 / 1140 / 1.22
3_3_place_gp: 6330 / 0.361 / 945 / 0.696
2_1_floorplan: 5460 / - / 1720 / 0.646
[power groups by stage]
stage | registers, mW | clock network (mW) | logic, mW
final | 0.591 | 0.526 | 0.0935
after global routing | 0.592 | 0.559 | 0.105
after CTS | 0.591 | 0.538 | 0.0950
No activity file was given, so power comes from the tool's default toggle rates.
