### design/flow/run.sh
#!/bin/bash
# OpenROAD 26Q1-2900-gdf79404cd8, Yosys 0.63+post, stock flow scripts
make -C /OpenROAD-flow-scripts/flow DESIGN_CONFIG=/design/flow/config.mk WORK_HOME=/design/flow/orfs finish
### design/flow/constraint.sdc
current_design state_irig

set clk_period 1.8
set clk_io_pct 0.2

create_clock -name clk0 -period $clk_period [get_ports {clk}]

set non_clock_inputs [all_inputs -no_clocks]
set_input_delay [expr $clk_period * $clk_io_pct] -clock clk0 $non_clock_inputs
set_output_delay [expr $clk_period * $clk_io_pct] -clock clk0 [all_outputs]
### design/flow/config.mk
export PLATFORM = sky130hd
export DESIGN_NAME = state_irig
export DESIGN_NICKNAME = state_irig
export VERILOG_FILES = /design/flow/design.v
export SDC_FILE = /design/flow/constraint.sdc
export NUM_CORES = 4
export LEC_CHECK = 1
export CORE_UTILIZATION = 30
### design/flow/design.v
module state_irig (
	input clk,     
	input rst,  
	input irig_d0,   
	input irig_d1,
	input irig_mark,
	input irig_garbage,
	output  pps,
	output [3:0] sec_data_u,
	output [3:0] sec_data_t,
	output [3:0] min_data_u,
	output [3:0] min_data_t,
	output [3:0] hour_data_u,
	output [3:0] hour_data_t,
	output [3:0] day_data_u,
	output [3:0] day_data_t,
	output [3:0] day_data_h
);
    localparam ST_UNLOCKED = 4'd0,
      ST_PRELOCK  = 4'b1,
      ST_START    = 4'd2,
      ST_SECOND   = 4'd3,
      ST_MINUTE   = 4'd4,
      ST_HOUR     = 4'd5,
      ST_DAY      = 4'd6,
      ST_DAY2     = 4'd7,
      ST_YEAR     = 4'd8,
      ST_UNUSED1  = 4'd9,
      ST_UNUSED2  = 4'd10,
      ST_SEC_DAY  = 4'd11,
      ST_SEC_DAY2 = 4'd12;
    reg [3:0]  state, next_state;
    reg [8:0] sec_frame,min_frame,hour_frame,day_frame,day2_frame,year_frame;
    reg [3:0] irig_cnt;  
    reg pps;
    always @(negedge clk) begin
        if (rst) begin
            state <= ST_UNLOCKED;
            irig_cnt <= 4'b0;
        end
        else begin
            state <= next_state;
            if (irig_mark)
              irig_cnt <= 4'b0;
            else 
              irig_cnt <= irig_cnt + (irig_d0 | irig_d1);
        end
    end
    always @(*) begin
        next_state = state;
        case (state)
          ST_UNLOCKED: begin
              if (irig_mark)
              	begin
                next_state = ST_PRELOCK;
                pps = 1'b0;
                end
          end
          ST_PRELOCK: begin
              if (irig_mark)
                next_state = ST_SECOND;
              else if (irig_d0 || irig_d1||irig_garbage)
                next_state = ST_UNLOCKED;          
          end
          ST_START: begin              
              pps = 1'b1;
              if (irig_mark) begin
                  next_state = ST_SECOND;
              end
          end
          ST_SECOND: begin
          	  pps = 1'b0;
              if(irig_garbage)
              	next_state = ST_UNLOCKED;
              else if(irig_d1) begin
              	   sec_frame[irig_cnt] = 1'b1;
              end
              else if(irig_d0) begin
              	   sec_frame[irig_cnt] = 1'b0;
              end 
              else if (irig_mark)
                next_state = ST_MINUTE;
          end
          ST_MINUTE: begin
          	   if(irig_garbage)
              	next_state = ST_UNLOCKED;
              else if(irig_d1) begin
              	   min_frame[irig_cnt] = 1'b1;
              end
              else if(irig_d0) begin
              	   min_frame[irig_cnt] = 1'b0;
              end 
              else if (irig_mark)
                next_state = ST_HOUR;
          end       
          ST_HOUR: begin
              if(irig_garbage)
              	next_state = ST_UNLOCKED;
              else if(irig_d1) begin
              	   hour_frame[irig_cnt] = 1'b1;
              end
              else if(irig_d0) begin
              	   hour_frame[irig_cnt] = 1'b0;
              end 
              else if (irig_mark)
                next_state = ST_DAY;
          end
          ST_DAY: begin
              if(irig_garbage)
              	next_state = ST_UNLOCKED;
              else if(irig_d1) begin
              	   day_frame[irig_cnt] = 1'b1;
              end
              else if(irig_d0) begin
              	   day_frame[irig_cnt] = 1'b0;
              end 
              else if (irig_mark)
                next_state = ST_DAY2;
          end
          ST_DAY2: begin
          	if(irig_garbage)
              	next_state = ST_UNLOCKED;
              else if(irig_d1) begin
              	   day2_frame[irig_cnt] = 1'b1;
              end
              else if(irig_d0) begin
              	   day2_frame[irig_cnt] = 1'b0;
              end 
              else if (irig_mark)
                next_state = ST_YEAR;
          end
          ST_YEAR: begin
             if(irig_garbage)
              	next_state = ST_UNLOCKED;
              else if(irig_d1) begin
              	   year_frame[irig_cnt] = 1'b1;
              end
              else if(irig_d0) begin
              	   year_frame[irig_cnt] = 1'b0;
              end 
              else if (irig_mark)
                next_state = ST_UNUSED1;
          end
          ST_UNUSED1: begin
              if (irig_mark)
                next_state = ST_UNUSED2;
          end
          ST_UNUSED2: begin
              if (irig_mark)
                next_state = ST_SEC_DAY;
          end
          ST_SEC_DAY: begin
              if (irig_mark)
                next_state = ST_SEC_DAY2;
          end
          ST_SEC_DAY2: begin
              if (irig_mark) begin
                  next_state = ST_START;
              end
          end
        endcase
    end
    assign sec_data_u = sec_frame[4:1];
    assign sec_data_t = sec_frame[8:5];
    assign min_data_u = min_frame[4:1];
    assign min_data_t = min_frame[8:5];
    assign hour_data_u = hour_frame[4:1];
    assign hour_data_t = hour_frame[8:5];
    assign day_data_u = day_frame[4:1];
    assign day_data_t = day_frame[8:5];
    assign day_data_h = day2_frame[4:1];
endmodule
==> results.cfg <==
; implementation run metrics
[run_status]
outcome = finished with violations
violations = negative setup slack

[synthesis]
synth_warnings = 1
ys_sh_simple_pct = 22.8
synth.distinct_cells = 34
ys_area_um2 = 1490
mux_share_pct = 2.68
synthesis.area_um2 = 1490
top_logic_kind = simple AND/OR/NAND/NOR gates
synthAoiAreaFrac_pct = 8.97
avgSynthCellArea_um2 = 9.16
ys_cells = 163
xor_area_share_pct = 1.17
synthCells = 163
ys_seq_elements = 54
synth-adder-area-share_pct = 1.68

[clock_network]
numCtsBuffers = 3
clk_path_buf_depth = 2
cts_tree = yes
clock_latency_ns = 0.33
h-tree-depth = 1
path_clk_slew_ns = 0.05
clk_root_buffer_cell = clkbuf_8

[floorplanning]
rows = 25
die_height_um = 72.5
dieWidth_um = 72.5
num_io_pins = 43
die-area_um2 = 5260
coreArea_um2 = 4750
core_util_floorplan_pct = 31.4

[drt]
wirelength_um = 2990
wl_per_cell_um = 10.2
drt_pre_antenna_iters = 4
num_antenna_cells = 0
dr.first_iter.drc_count = 41
vias = 1249
drc = 0
vias_per_cell = 4.25
detail-route-antenna-nets = 0

[place]
pre_cts_ws_ns = -0.832
dp_cells = 272
routabilityCongestion = 0.754
numPortBuffers = 42
dp_hpwl_um = 2250

[min_path]
hold_path_class = reg2reg

[worst_setup_path]
critPathCaptureType = flop
critPathMaxFanout = 3
cp-start-kind = input pin
critPathKind = in2reg
cp_data_required_time_ns = 1.17
arrival_ns = 1.28

[grt]
gr-total-overflow = 0
grt_pass1_wl_um = 5060
grt_util_all_layers_pct = 12.4
first_global_vias = 1142
antenna_found_initial = 0
grt_max_degree = 39

[finish]
synthToLayoutAreaGrowth_pct = 51.2
layout-drive-gt1-share_pct = 15.9
fin_cells = 294

[power_and_ir_drop]
total_power_w = 0.00121
peakVddDrop_v = 0.000484
leakage_nw = 0.961
powerDensity_nw_per_um2 = 535

[final_timing]
finalWorstSetupSlack_ns = -0.110
hold_viol_final = 0
maxSlewHeadroom_pct = 56.7
setup_viol = 4
rsz0062_at_grt = yes
unclocked_regs = 37
worst_slew_pin_slew_ns = 0.641
timing.hold.ws_ns = 0.482
finClkSkew_ns = 0.0140
final_max_slew_viol_count = 0
tns_ns = -0.329
untimed_endpoints = 74

[flow_run]
max_cap_viol_count = 0
log.warning_count = 45
-- where the power goes --
part           total (W)  internal, W  switching [W]  leakage [nW]
clock           0.000568     0.000346       0.000221         0.126
combinational   0.000181     0.000117      0.0000642         0.396
sequential      0.000460     0.000439      0.0000204         0.439
-- metrics by stage --
stage | cell area (um^2) | utilization [%]
after detailed placement | 2070 | 43.5
after global routing | 2260 | 47.5
after CTS | 2220 | 46.7
final | 2260 | 47.5
after global placement | 2070 | 43.5
after floorplan | 1560 | -
-- flip-flops by register name, indices dropped and copies added, names as in the netlist --
name        count
irig_cnt        4
hour_frame      8
day_data_h      4
sec_frame       8
day_frame       8
min_frame       8
state          13
pps             1
-- cells by family after synthesis --
| kind of cell | Yosys count |
|---|---|
| buffers and inverters | 10 |
| AND-OR/OR-AND | 19 |
| multiplexers | 4 |
| latches | 37 |
| adder cells (fa/ha/maj) | 2 |
| flip-flops | 17 |
| AND/OR/NAND/NOR | 72 |
| XOR/XNOR | 2 |
-- cell usage in the layout, fill, tap and decap left out, types with 3 or more instances in the layout --
master           count
a22o_1               6
and2_1               7
buf_4               10
clkbuf_8             3
clkdlybuf4s50_1     37
dfxtp_1             17
dlxtn_1             37
inv_1               17
mux2i_1              4
nand2_1             39
nand2b_1             3
nor2_1               7
nor3_1               3
o21ai_0              3
o21ai_1              3
-- per-layer routing --
layer / vias to the layer above / wire (um) / GRT usage (%)
met2: 39 / 1350 / 19.6
met1: 550 / 1480 / 18.5
met5: - / 0 / 0
li1: 660 / - / -
met4: 0 / 0 / 2.40
met3: 0 / 160 / 2.11
-- worst max-delay path: stages --
cell,delay [ns]
buf_8,0.10
nor2_4,0.12
inv_2,0.07
or4b_4,0.51
a21oi_2,0.12
-- final cells by class --
cell class,instances,area (um^2)
fill,465,2500
sequential,54,896
multi-input combinational,99,636
timing repair buffer,52,503
clock inverter,18,93.8
tap,67,83.8
clock buffer,3,41.3
inverter,1,3.75
-- synth_stat cells --
cell type	count	area [um^2]
o22ai_1	1	6.26
o21a_1	1	7.51
o21ba_2	1	10.0
nand2_1	39	146
xnor2_1	1	8.76
inv_1	1	3.75
and3_1	2	12.5
and2_1	7	43.8
dlxtn_1	37	556
or4b_1	1	10.0
nor2_1	9	33.8
ha_1	2	25.0
nor2_2	1	6.26
inv_2	1	3.75
o21ai_1	3	15.0
nor3_1	4	20.0
nor4_1	1	6.26
or2_2	1	6.26
nand2b_1	3	18.8
mux2i_1	4	40.0
nor3b_1	1	7.51
clkbuf_1	6	22.5
o21ai_0	3	15.0
buf_2	2	10.0
nor4b_1	1	8.76
nand3_1	1	5.00
xor2_1	1	8.76
dfxtp_1	17	340
a21oi_1	1	5.00
nor4b_2	1	15.0
a22o_1	6	52.6
a21o_1	1	7.51
o21bai_1	1	7.51
a21boi_0	1	7.51
-- worst paths after layout --
path               start          end  slack (ns)  cells after the start
max              irig_d0     state[7]       -0.11                      5
max reg2reg  irig_cnt[0]  irig_cnt[3]        0.68                      5
min reg2reg     state[3]     state[4]        0.48                      2
min             state[3]     state[4]        0.48                      2
-- what timing repair did --
| action | in CTS | in global routing |
|---|---|---|
| pin swaps | 3 | 4 |
| setup buffers | 1 | 1 |
| resized | 26 | 7 |
| hold buffers | 0 | 0 |
| setup endpoints to repair | 17 | 10 |
No activity file was given, so power comes from the tool's default toggle rates.
